===== config.mk =====
export PLATFORM = sky130hd
export DESIGN_NAME = top_hall_lighting_system
export DESIGN_NICKNAME = top_hall_lighting_system
export VERILOG_FILES = /design/flow/design.v
export SDC_FILE = /design/flow/constraint.sdc
export NUM_CORES = 4
export LEC_CHECK = 1
export CORE_UTILIZATION = 40

===== constraint.sdc =====
current_design top_hall_lighting_system

set clk_period 3.4
set clk_io_pct 0.2

create_clock -name clk0 -period $clk_period [get_ports {clk}]

set non_clock_inputs [all_inputs -no_clocks]
set_input_delay [expr $clk_period * $clk_io_pct] -clock clk0 $non_clock_inputs
set_output_delay [expr $clk_period * $clk_io_pct] -clock clk0 [all_outputs]

===== design.v =====
`timescale 1ns / 1ps
module hall_lighting_system(
    input clk,                     
    input rst_n,                   
    input entry_sensor,            
    input exit_sensor,             
    output reg [6:0] seg,          
    output reg [3:0] an,           
    output reg [4:0] leds,         
    output reg dp                  
);
    parameter MAX_COUNT = 30;     
    parameter DEBOUNCE_LIMIT = 20_000_00;  
    reg [4:0] occupancy_count;
    reg entry_sync0, entry_sync1;
    reg [21:0] entry_debounce_cnt;
    reg entry_stable;
    reg entry_prev;
    wire entry_rising;
    always @(posedge clk or negedge rst_n) begin
        if (!rst_n) begin
            entry_sync0 <= 0; entry_sync1 <= 0;
        end else begin
            entry_sync0 <= entry_sensor;
            entry_sync1 <= entry_sync0;
        end
    end
    always @(posedge clk or negedge rst_n) begin
        if (!rst_n) begin
            entry_debounce_cnt <= 0; entry_stable <= 0;
        end else if (entry_sync1 != entry_stable) begin
            entry_debounce_cnt <= entry_debounce_cnt + 1;
            if (entry_debounce_cnt >= DEBOUNCE_LIMIT) begin
                entry_stable <= entry_sync1;
                entry_debounce_cnt <= 0;
            end
        end else begin
            entry_debounce_cnt <= 0;
        end
    end
    assign entry_rising = (entry_stable & ~entry_prev);
    always @(posedge clk or negedge rst_n) begin
        if (!rst_n) entry_prev <= 0;
        else entry_prev <= entry_stable;
    end
    reg exit_sync0, exit_sync1;
    reg [21:0] exit_debounce_cnt;
    reg exit_stable;
    reg exit_prev;
    wire exit_rising;
    always @(posedge clk or negedge rst_n) begin
        if (!rst_n) begin
            exit_sync0 <= 0; exit_sync1 <= 0;
        end else begin
            exit_sync0 <= exit_sensor;
            exit_sync1 <= exit_sync0;
        end
    end
    always @(posedge clk or negedge rst_n) begin
        if (!rst_n) begin
            exit_debounce_cnt <= 0; exit_stable <= 0;
        end else if (exit_sync1 != exit_stable) begin
            exit_debounce_cnt <= exit_debounce_cnt + 1;
            if (exit_debounce_cnt >= DEBOUNCE_LIMIT) begin
                exit_stable <= exit_sync1;
                exit_debounce_cnt <= 0;
            end
        end else begin
            exit_debounce_cnt <= 0;
        end
    end
    assign exit_rising = (exit_stable & ~exit_prev);
    always @(posedge clk or negedge rst_n) begin
        if (!rst_n) exit_prev <= 0;
        else exit_prev <= exit_stable;
    end
    always @(posedge clk or negedge rst_n) begin
        if (!rst_n)
            occupancy_count <= 0;
        else begin
            if (entry_rising && occupancy_count < MAX_COUNT)
                occupancy_count <= occupancy_count + 1;
            else if (exit_rising && occupancy_count > 0)
                occupancy_count <= occupancy_count - 1;
        end
    end
    always @(posedge clk or negedge rst_n) begin
        if (!rst_n)
            leds <= 5'b00000;
        else begin
            case ((occupancy_count + 5) / 6)
                0: leds <= 5'b00000; 
                1: leds <= 5'b00001; 
                2: leds <= 5'b00011; 
                3: leds <= 5'b00111; 
                4: leds <= 5'b01111; 
                default: leds <= 5'b11111; 
            endcase
        end
    end
    reg [6:0] seg_lut [0:9];
    initial begin
        seg_lut[0] = 7'b1000000;  
        seg_lut[1] = 7'b1001111;  
        seg_lut[2] = 7'b0100100;  
        seg_lut[3] = 7'b0110000;  
        seg_lut[4] = 7'b0011001;  
        seg_lut[5] = 7'b0010010;  
        seg_lut[6] = 7'b0000010;  
        seg_lut[7] = 7'b1111000;  
        seg_lut[8] = 7'b0000000;  
        seg_lut[9] = 7'b0010000;  
    end
    wire [3:0] tens = occupancy_count / 10;
    wire [3:0] ones = occupancy_count % 10;
    reg [15:0] refresh_counter;
    reg [1:0] digit_sel;   
    always @(posedge clk or negedge rst_n) begin
        if (!rst_n) begin
            refresh_counter <= 0;
            digit_sel <= 0;
        end else begin
            refresh_counter <= refresh_counter + 1;
            if (refresh_counter == 10000) begin   
                digit_sel <= digit_sel + 1;
                refresh_counter <= 0;
            end
        end
    end
    always @(*) begin
        dp = 1'b1;  
        case(digit_sel)
            0: begin   
                seg = seg_lut[ones];
                an = 4'b1110;  
            end
            1: begin   
                if (occupancy_count >= 10) begin
                    seg = seg_lut[tens];
                end else begin
                    seg = 7'b1111111;  
                end
                an = 4'b1101;  
            end
            default: begin   
                seg = 7'b1111111;
                an = 4'b1111;
            end
        endcase
    end
endmodule
module top_hall_lighting(
    input clk,
    input rst_n,
    input entry_sensor,
    input exit_sensor,
    output [6:0] seg,
    output [3:0] an,
    output [4:0] leds,
    output dp
);
    hall_lighting_system uut (
        .clk(clk),
        .rst_n(rst_n),
        .entry_sensor(entry_sensor),
        .exit_sensor(exit_sensor),
        .seg(seg),
        .an(an),
        .leds(leds),
        .dp(dp)
    );
endmodule
`timescale 1ns / 1ps
module top_hall_lighting_system(
    input clk,
    input rst_n,
    input entry_sensor,
    input exit_sensor,
    output [6:0] seg,
    output [4:0] leds,
    output dp,
    output [3:0] an
);
    hall_lighting_system uut (
        .clk(clk),
        .rst_n(rst_n),
        .entry_sensor(entry_sensor),
        .exit_sensor(exit_sensor),
        .seg(seg),
        .leds(leds),
        .dp(dp)
    );
    assign an = 4'b1110;  
endmodule

===== run.sh =====
#!/bin/bash
# OpenROAD 26Q1-2900-gdf79404cd8, Yosys 0.63+post, stock flow scripts
make -C /OpenROAD-flow-scripts/flow DESIGN_CONFIG=/design/flow/config.mk WORK_HOME=/design/flow/orfs finish

==> flow.log <==
[flow] collecting metrics
INFO  metric grt.total_usage = 0.154
INFO  metric final-setup-viol-count = 0
INFO  metric crit_fanout = 3
INFO  metric synth-adder-area-share = 0.0609
INFO  metric drt_iter0_drc = 199
INFO  metric avgRoutedWirePerCell = 12.3 um
INFO  metric cp_data_arrival_time = 2.71 ns
INFO  metric end_kind = output pin
INFO  metric tritoncts_num_sinks = 80
INFO  metric wire_length_of_the_first_global_routing_pass = 14.5 mm
INFO  metric via_density_per_instance = 5.11
INFO  metric initial_core_util = 0.419
INFO  metric gpl.final_weighted_congestion = 0.879
INFO  metric via_count_of_the_first_global_routing_pass = 3143
INFO  metric grt.overflow.total = 0
INFO  metric port_buffers = 15
INFO  metric synth-simple-area-share = 0.221
INFO  metric ff_type = sky130_fd_sc_hd__dfrtp_1
INFO  metric clock_path_buffers = 2
INFO  metric netlist_area = 0.00465 mm^2
INFO  metric antenna_found_initial = 0
INFO  metric die.size.y = 110 um
INFO  metric maximum_number_of_pins_on_one_net_before_global_route_repair = 58
INFO  metric placeableCoreArea = 0.0111 mm^2
INFO  metric edf_count = 0
INFO  metric fin_ws = 0.0118 ns
INFO  metric postSynth.asyncResetShare = 1.00
INFO  metric finalCritPeriodShare = 0.997
INFO  metric drive_above_1_share = 0.155
INFO  metric count_of_inserted_antenna_diode_cells = 0
INFO  metric grt_setup_unrepaired = true
INFO  metric htree_levels = 3
INFO  metric max-slew-margin-rel = 0.447
INFO  metric tritoncts_clock_tree = yes
INFO  metric synthToLayoutAreaGrowth = 17.4%
INFO  metric timing_hold_violations_final = 0
INFO  metric worstSetupPathType = flop to output pin
INFO  metric cts-buffers-inserted = 9
INFO  metric ys_top_logic_family = simple AND/OR/NAND/NOR gates
INFO  metric clock_skews = 0.00835 ns
INFO  metric fin_total_pwr = 4.22 mW
INFO  metric final_max_slew_viol_count = 0
INFO  metric vias = 3419
INFO  metric worst_ir_drop_on_vdd = 0.653 mV
INFO  metric number_of_openroad_warnings = 38
INFO  metric rows = 38
INFO  metric drc = 0
INFO  metric dp_slack = -0.0515 ns
INFO  metric area_share_of_and_or_or_and_cells_after_synthesis = 0.111
INFO  metric period_minus_slack = 3.39 ns
INFO  metric timing.fmax = 0.295 GHz
INFO  metric synth.area.mux_share = 0.0164
INFO  metric yosysSeqAreaShare = 0.431
INFO  metric worstSetupStartpointType = flop
INFO  metric xors_xnors_by_area = 0.113
INFO  metric place.detailed.instances = 644
INFO  metric post_layout_nonfiller_instances = 669
INFO  metric synth.lib_cells_used.distinct = 71
INFO  metric worst-slew-pin-transition = 0.827 ns
INFO  metric yosys_area = 0.00465 mm^2
INFO  metric hpwlAfterDp = 5.37 mm
INFO  metric postSynthAreaPerCell = 9.52 um^2
INFO  metric min-delay-path-class = flop to flop
INFO  metric totalWireLength = 8.25 mm
INFO  metric worst_setup_hold_path_clk_slew = 0.07 ns
INFO  metric ioPinCount = 21
INFO  metric design.die.area = 0.0121 mm^2
INFO  metric drt-pass1-iter-count = 4
INFO  metric root_buffer = sky130_fd_sc_hd__clkbuf_16
INFO  metric required = 2.72 ns
INFO  metric p_per_area = 773 mW/mm^2
INFO  metric postSynthRegisterBits = 80
INFO  metric synth-warning-count = 1
INFO  metric die_x = 110 um
INFO  metric static-leakage-power = 2.32 nW
INFO  metric syn-instance-count = 488
INFO  metric outcome = complete, no violations
INFO  metric antenna_violating_nets_post_route = 0
INFO  metric synth-cells-yosys = 488
INFO  metric max-cap-violations = 0
INFO  metric clk_latency = 0.33 ns
## flip-flops by register name, summed over array words and instances (netlist names)
| signal | count |
|---|---|
| uut.leds | 5 |
| uut.entry_prev | 1 |
| uut.exit_debounce_cnt | 22 |
| uut.occupancy_count | 5 |
| uut.exit_prev | 1 |
| uut.refresh_counter | 16 |
| uut.entry_stable | 1 |
| uut.exit_stable | 1 |
| uut.exit_sync0 | 1 |
| uut.exit_sync1 | 1 |
| uut.digit_sel | 2 |
| uut.entry_sync0 | 1 |
| uut.entry_sync1 | 1 |
| uut.entry_debounce_cnt | 22 |
## cell type report
cell class                      instances  area, um^2
Fill cell                             956        5620
Clock inverter                          7        57.6
Clock buffer                            9         225
Multi-Input combinational cell        369        2570
Inverter                               25        93.8
Sequential cell                        80        2000
Timing Repair Buffer                   39         329
Tap cell                              140         175
## cell families (layout without fill, tap and decap cells)
kind of cell / Yosys count / in the layout
other: 2 / 7
DFF: 80 / 80
buffers and inverters: 44 / 80
muxes: 7 / 7
AOI/OAI and AO/OA: 64 / 64
adders and majority gates: 22 / 22
and+or+nand+nor: 210 / 210
xor gates and xnor gates: 59 / 59
## cell usage after synthesis (5+ instances only)
master / instances / area share
sky130_fd_sc_hd__clkbuf_1: 5 / 0.0040
sky130_fd_sc_hd__inv_1: 24 / 0.019
sky130_fd_sc_hd__a21oi_1: 9 / 0.0097
sky130_fd_sc_hd__dfrtp_1: 80 / 0.43
sky130_fd_sc_hd__nor2_1: 81 / 0.065
sky130_fd_sc_hd__xnor2_1: 33 / 0.062
sky130_fd_sc_hd__buf_2: 5 / 0.0054
sky130_fd_sc_hd__o21ai_0: 6 / 0.0065
sky130_fd_sc_hd__a21o_1: 8 / 0.013
sky130_fd_sc_hd__nor3_1: 11 / 0.012
sky130_fd_sc_hd__nand4_1: 10 / 0.013
sky130_fd_sc_hd__xor2_1: 25 / 0.047
sky130_fd_sc_hd__nand3_1: 30 / 0.032
sky130_fd_sc_hd__o211ai_1: 5 / 0.0081
sky130_fd_sc_hd__ha_1: 21 / 0.057
sky130_fd_sc_hd__and3_1: 8 / 0.011
sky130_fd_sc_hd__buf_4: 7 / 0.011
sky130_fd_sc_hd__nand2_1: 36 / 0.029
## where the power goes
group / internal, mW / switching, mW
sequential: 1.03 / 0.0463
combinational: 1.15 / 1.09
clock: 0.502 / 0.407
total: 2.68 / 1.54
## cells in the final DEF, fill, tap and decap left out, types with 8 or more instances in the layout
master / netlist / routed
sky130_fd_sc_hd__dfrtp_1: 80 / 80
sky130_fd_sc_hd__nor2_1: 81 / 76
sky130_fd_sc_hd__nand2_1: 36 / 36
sky130_fd_sc_hd__xnor2_1: 33 / 33
sky130_fd_sc_hd__nand3_1: 30 / 30
sky130_fd_sc_hd__xor2_1: 25 / 25
sky130_fd_sc_hd__inv_1: 24 / 23
sky130_fd_sc_hd__buf_4: 7 / 21
sky130_fd_sc_hd__ha_1: 21 / 18
sky130_fd_sc_hd__nor3_1: 11 / 11
sky130_fd_sc_hd__nand4_1: 10 / 10
sky130_fd_sc_hd__clkbuf_16: 0 / 9
sky130_fd_sc_hd__a21o_1: 8 / 8
sky130_fd_sc_hd__a21oi_1: 9 / 8
sky130_fd_sc_hd__and3_1: 8 / 8
## metal layers
| layer | wire length [um] | GRT usage | up-vias | part of all wire |
|---|---|---|---|---|
| met5 | 0 | 0 | - | 0 |
| met4 | 93 | 0.0171 | 0 | 0.011 |
| met3 | 305 | 0.0224 | 6 | 0.037 |
| met2 | 3610 | 0.239 | 65 | 0.44 |
| met1 | 4230 | 0.246 | 1600 | 0.51 |
| li1 | - | - | 1748 | - |
## worst max-delay path, stage by stage, from the launching register on
cell and delay (ns):
sky130_fd_sc_hd__dfrtp_1 0.41, sky130_fd_sc_hd__nor2_2 0.15, sky130_fd_sc_hd__inv_2 0.07, sky130_fd_sc_hd__ha_4 0.26, sky130_fd_sc_hd__nand2b_4 0.12, sky130_fd_sc_hd__o21ai_4 0.06
sky130_fd_sc_hd__a21o_1 0.17, sky130_fd_sc_hd__and3_4 0.19, sky130_fd_sc_hd__or2_4 0.24, sky130_fd_sc_hd__ha_4 0.15, sky130_fd_sc_hd__o21a_1 0.17, sky130_fd_sc_hd__buf_4 0.13
sky130_fd_sc_hd__a31o_1 0.16, sky130_fd_sc_hd__buf_2 0.10
## metrics by stage
stage | setup TNS, ns | instance area, um^2 | util | hold WS [ns]
detailed placement | -0.106 | 4980 | 0.450 | 0.337
global placement | -0.0502 | 4980 | 0.450 | 0.337
CTS | -0.239 | 5410 | 0.488 | 0.352
floorplan | 0 | 4670 | - | 0.331
global route | -0.315 | 5460 | 0.493 | 0.353
finish | 0 | 5460 | 0.493 | 0.350
## worst paths after layout
| path | startpoint | to | slack (ns) | cells after the start |
|---|---|---|---|---|
| worst max-delay path | uut.occupancy_count[3] | seg[6] | 0.01 | 13 |
| worst min-delay path | uut.exit_sync0 | uut.exit_sync1 | 0.35 | 0 |
| worst max register to register | uut.occupancy_count[1] | uut.leds[4] | 0.61 | 10 |
| worst min register to register | uut.exit_sync0 | uut.exit_sync1 | 0.35 | 0 |
| max in group asynchronous | rst_n | uut.entry_debounce_cnt[11] | 2.20 | 2 |
| min in group asynchronous | rst_n | uut.exit_debounce_cnt[8] | 0.38 | 1 |
## timing repair
item	4_1_cts	5_1_grt
buffers inserted	8	1
endpoints found under the setup margin	7	7
pin swaps	15	7
hold buffers	0	0
gates resized	31	17
Power figures rest on the tool's default switching activity, not on a simulated workload.

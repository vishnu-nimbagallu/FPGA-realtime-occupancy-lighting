$ cat design/flow/run.sh
#!/bin/bash
# OpenROAD 26Q1-2900-gdf79404cd8, Yosys 0.63+post, stock flow scripts
make -C /OpenROAD-flow-scripts/flow DESIGN_CONFIG=/design/flow/config.mk WORK_HOME=/design/flow/orfs finish
$ cat design/flow/config.mk
export PLATFORM = sky130hd
export DESIGN_NAME = top_hall_lighting
export DESIGN_NICKNAME = top_hall_lighting
export VERILOG_FILES = /design/flow/design.v
export SDC_FILE = /design/flow/constraint.sdc
export NUM_CORES = 4
export LEC_CHECK = 1
export CORE_UTILIZATION = 30
$ cat design/flow/constraint.sdc
current_design top_hall_lighting

set clk_period 5.5
set clk_io_pct 0.2

create_clock -name clk0 -period $clk_period [get_ports {clk}]

set non_clock_inputs [all_inputs -no_clocks]
set_input_delay [expr $clk_period * $clk_io_pct] -clock clk0 $non_clock_inputs
set_output_delay [expr $clk_period * $clk_io_pct] -clock clk0 [all_outputs]
$ cat design/flow/design.v
`timescale 1ns / 1ps
module hall_lighting_system(
    input clk,                     
    input rst_n,                   
    input entry_sensor,            
    input exit_sensor,             
    output reg [6:0] seg,          
    output reg [3:0] an,           
    output reg [4:0] leds,         
    output reg dp                  
);
    parameter MAX_COUNT = 30;     
    parameter DEBOUNCE_LIMIT = 20_000_00;  
    reg [4:0] occupancy_count;
    reg entry_sync0, entry_sync1;
    reg [21:0] entry_debounce_cnt;
    reg entry_stable;
    reg entry_prev;
    wire entry_rising;
    always @(posedge clk or negedge rst_n) begin
        if (!rst_n) begin
            entry_sync0 <= 0; entry_sync1 <= 0;
        end else begin
            entry_sync0 <= entry_sensor;
            entry_sync1 <= entry_sync0;
        end
    end
    always @(posedge clk or negedge rst_n) begin
        if (!rst_n) begin
            entry_debounce_cnt <= 0; entry_stable <= 0;
        end else if (entry_sync1 != entry_stable) begin
            entry_debounce_cnt <= entry_debounce_cnt + 1;
            if (entry_debounce_cnt >= DEBOUNCE_LIMIT) begin
                entry_stable <= entry_sync1;
                entry_debounce_cnt <= 0;
            end
        end else begin
            entry_debounce_cnt <= 0;
        end
    end
    assign entry_rising = (entry_stable & ~entry_prev);
    always @(posedge clk or negedge rst_n) begin
        if (!rst_n) entry_prev <= 0;
        else entry_prev <= entry_stable;
    end
    reg exit_sync0, exit_sync1;
    reg [21:0] exit_debounce_cnt;
    reg exit_stable;
    reg exit_prev;
    wire exit_rising;
    always @(posedge clk or negedge rst_n) begin
        if (!rst_n) begin
            exit_sync0 <= 0; exit_sync1 <= 0;
        end else begin
            exit_sync0 <= exit_sensor;
            exit_sync1 <= exit_sync0;
        end
    end
    always @(posedge clk or negedge rst_n) begin
        if (!rst_n) begin
            exit_debounce_cnt <= 0; exit_stable <= 0;
        end else if (exit_sync1 != exit_stable) begin
            exit_debounce_cnt <= exit_debounce_cnt + 1;
            if (exit_debounce_cnt >= DEBOUNCE_LIMIT) begin
                exit_stable <= exit_sync1;
                exit_debounce_cnt <= 0;
            end
        end else begin
            exit_debounce_cnt <= 0;
        end
    end
    assign exit_rising = (exit_stable & ~exit_prev);
    always @(posedge clk or negedge rst_n) begin
        if (!rst_n) exit_prev <= 0;
        else exit_prev <= exit_stable;
    end
    always @(posedge clk or negedge rst_n) begin
        if (!rst_n)
            occupancy_count <= 0;
        else begin
            if (entry_rising && occupancy_count < MAX_COUNT)
                occupancy_count <= occupancy_count + 1;
            else if (exit_rising && occupancy_count > 0)
                occupancy_count <= occupancy_count - 1;
        end
    end
    always @(posedge clk or negedge rst_n) begin
        if (!rst_n)
            leds <= 5'b00000;
        else begin
            case ((occupancy_count + 5) / 6)
                0: leds <= 5'b00000; 
                1: leds <= 5'b00001; 
                2: leds <= 5'b00011; 
                3: leds <= 5'b00111; 
                4: leds <= 5'b01111; 
                default: leds <= 5'b11111; 
            endcase
        end
    end
    reg [6:0] seg_lut [0:9];
    initial begin
        seg_lut[0] = 7'b1000000;  
        seg_lut[1] = 7'b1001111;  
        seg_lut[2] = 7'b0100100;  
        seg_lut[3] = 7'b0110000;  
        seg_lut[4] = 7'b0011001;  
        seg_lut[5] = 7'b0010010;  
        seg_lut[6] = 7'b0000010;  
        seg_lut[7] = 7'b1111000;  
        seg_lut[8] = 7'b0000000;  
        seg_lut[9] = 7'b0010000;  
    end
    wire [3:0] tens = occupancy_count / 10;
    wire [3:0] ones = occupancy_count % 10;
    reg [15:0] refresh_counter;
    reg [1:0] digit_sel;   
    always @(posedge clk or negedge rst_n) begin
        if (!rst_n) begin
            refresh_counter <= 0;
            digit_sel <= 0;
        end else begin
            refresh_counter <= refresh_counter + 1;
            if (refresh_counter == 10000) begin   
                digit_sel <= digit_sel + 1;
                refresh_counter <= 0;
            end
        end
    end
    always @(*) begin
        dp = 1'b1;  
        case(digit_sel)
            0: begin   
                seg = seg_lut[ones];
                an = 4'b1110;  
            end
            1: begin   
                if (occupancy_count >= 10) begin
                    seg = seg_lut[tens];
                end else begin
                    seg = 7'b1111111;  
                end
                an = 4'b1101;  
            end
            default: begin   
                seg = 7'b1111111;
                an = 4'b1111;
            end
        endcase
    end
endmodule
module top_hall_lighting(
    input clk,
    input rst_n,
    input entry_sensor,
    input exit_sensor,
    output [6:0] seg,
    output [3:0] an,
    output [4:0] leds,
    output dp
);
    hall_lighting_system uut (
        .clk(clk),
        .rst_n(rst_n),
        .entry_sensor(entry_sensor),
        .exit_sensor(exit_sensor),
        .seg(seg),
        .an(an),
        .leds(leds),
        .dp(dp)
    );
endmodule
==> impl_metrics.json <==
{
  "route.detailed.drc": 0,
  "die_w_microns": 125.6,
  "grt_pass1_vias": 3165,
  "path_class": "flop to output pin",
  "drt-initial-drc-count": 211,
  "post_drt_wl_per_cell_microns": 11.80,
  "antenna_left": 0,
  "drive_above_1_share": 0.06263,
  "avgSynthCellArea_sq_um": 9.621,
  "fp-utilization": 0.3115,
  "ir_drop_uv": 192.1,
  "period_minus_slack_ns": 4.735,
  "arrival_ns": 3.64,
  "rsz0062_at_grt": "false",
  "wl_microns": 8013,
  "p_total_uw": 2316,
  "fin_crit_sh": 0.8610,
  "hp-class": "flop to flop",
  "hold_buffers": 0,
  "place_ws_ns": 1.118,
  "placementRows": 44,
  "yosys_area_sq_mm": 0.004579,
  "grt_overflow": 0,
  "setup_viol": 0,
  "hold_start": "uut.entry_sync0$_DFF_PN0_",
  "yosys_warnings": 1,
  "rr_endpoint": "uut.leds[2]$_DFF_PN0_",
  "power.density_mw_per_mm2": 444.4,
  "cap_violations": 0,
  "dr.pass1.iters": 21,
  "async_flop_share": 1.000,
  "numSynthFlops": 80,
  "edf_count": 0,
  "whs_endpoint": "uut.entry_sync1$_DFF_PN0_",
  "required_ns": 4.40,
  "dp_hpwl_microns": 5395,
  "ys_seq_frac": 0.4372,
  "finalHoldViolations": 0,
  "cts_tree": "yes",
  "synthCells": 476,
  "clockBufferDepth": 2,
  "post_cts_resized": 0,
  "finalSetupTns_ns": 0,
  "gp_congestion": 0.8317,
  "cts_root_buffer": "clkbuf_16",
  "rr_worst_depth": 9,
  "setup_slack_ns": 0.7645,
  "topCellsByArea": "dfrtp_1 (44%), xnor2_1 (7.3%), ha_1 (6.3%), nor2_1 (5.2%), xor2_1 (4.0%)",
  "crit_fanout": 21,
  "grt_usage": 0.1130,
  "yosys_cells": 476,
  "final_util": 0.3545,
  "post_cts_buffers": 0,
  "fillers": 1428,
  "common_cells": "dfrtp_1 (80), nor2_1 (63), xnor2_1 (38)",
  "endpoint_kind": "output pin",
  "hold_depth": 0,
  "grt_max_degree": 47,
  "fmax_ghz": 0.2112,
  "dieArea_sq_mm": 0.01576,
  "clkLatencyLatePin_ns": 0.34,
  "p_leak_uw": 0.002191,
  "slew_violations": 0,
  "netlist_area_sq_mm": 0.004579,
  "antenna_found_initial": 0,
  "clkTransAtPathRegs_ns": 0.06,
  "ys.flop_type": "dfrtp_1",
  "area_delta_synth_final_pct": 13.80,
  "synthDominantCellAreaShare": 0.4372,
  "top_area_cell": "dfrtp_1",
  "cts_htree_levels": 3,
  "synth_cell_types": 61,
  "warning_count": 38,
  "status": "completed",
  "cts_buffers": 9,
  "ioPinCount": 21,
  "finClkSkew_ns": 0.006462,
  "synthMostInstantiatedCell": "dfrtp_1",
  "cts.sinks": 80,
  "vias_per_cell": 4.794,
  "portBuffers": 17,
  "vias": 3255,
  "relSlewSlack": 0.4541,
  "start_kind": "flop",
  "r2r_slack_ns": 2.85,
  "r2r-start": "uut.occupancy_count[1]$_DFFE_PN0P_",
  "die_h_microns": 125.6,
  "tightest_slew_ns": 0.8165,
  "grt_pass1_wl_microns": 14660,
  "antennaDiodeCount": 0,
  "core_sq_mm": 0.01470
}
[cells by family after synthesis]
| kind of cell | after synthesis | share of synthesized area |
|---|---|---|
| adder cells (fa/ha/maj) | 25 | 0.06940 |
| flip-flops | 80 | 0.4372 |
| AND-OR/OR-AND | 62 | 0.09864 |
| AND/OR/NAND/NOR | 193 | 0.2169 |
| buffers and inverters | 50 | 0.05191 |
| XOR/XNOR | 59 | 0.1128 |
| multiplexers | 5 | 0.01148 |
| other | 2 | 0.001640 |
[through the flow]
step	cell area (sq um)	instances	hold slack [ns]
after detailed placement	4881	663	0.3631
after CTS	5211	679	0.3773
after global placement	4881	663	0.3668
after global routing	5211	679	0.3845
final	5211	679	0.3675
after floorplan	4591	479	0.3312
[critical path, cell delays in order, from the launching register on]
cell and delay, ns:
dfrtp_1 0.63, nor2_1 0.33, inv_1 0.08, ha_1 0.30, nand2b_1 0.17, o2111ai_1 0.21
o211ai_2 0.16, or2_2 0.33, ha_1 0.31, inv_1 0.06, mux2i_1 0.05, o21ai_0 0.16
clkdlybuf4s50_1 0.48
[report_power, final]
| part | switching [uW] | total (uW) | internal [uW] | leakage [uW] |
|---|---|---|---|---|
| sequential | 108 | 740 | 631 | 0.00106 |
| combinational | 426 | 927 | 500 | 0.000968 |
| clock | 238 | 650 | 412 | 0.000163 |
| total | 773 | 2320 | 1540 | 0.00219 |
[placed cells by master, fill, tap and decap left out, types with 3 or more instances in the layout]
cell	count
dfrtp_1	80
nor2_1	63
xnor2_1	38
inv_1	31
nand2_1	30
ha_1	23
xor2_1	21
nand3_1	20
and3_1	17
clkdlybuf4s50_1	16
o21ai_0	15
nor3_1	13
nand4_1	11
a21oi_1	9
clkbuf_16	9
nand2b_1	5
o31ai_1	5
conb_1	5
o21a_1	4
o211ai_1	4
a21o_1	4
nand3b_1	4
nor4_1	4
and4_1	4
nor2b_1	3
o2111ai_1	3
mux2i_1	3
[routing by layer]
metal  global-route usage  routed length [microns]
met5                    0                        0
met2               0.1712                     3468
met1               0.1750                     4135
met4              0.02296                      171
met3              0.01788                      236
[how the worst max path moves through the flow]
| stage | from | endpoint | slack (ns) | cells past startpoint |
|---|---|---|---|---|
| 4_1_cts | uut.occupancy_count[3]$_DFFE_PN0P_ | seg[3] | 0.74 | 12 |
| 5_1_grt | uut.occupancy_count[3]$_DFFE_PN0P_ | seg[3] | 0.41 | 12 |
| 6_report | uut.occupancy_count[3]$_DFFE_PN0P_ | seg[3] | 0.76 | 12 |
[state kept, by name (all words and copies together), names as in the netlist]
| signal | count |
|---|---|
| uut.entry_debounce_cnt | 22 |
| uut.exit_debounce_cnt | 22 |
| uut.refresh_counter | 16 |
| uut.leds | 5 |
| uut.occupancy_count | 5 |
| uut.digit_sel | 2 |
| uut.entry_prev | 1 |
| uut.entry_stable | 1 |
| uut.entry_sync0 | 1 |
| uut.entry_sync1 | 1 |
| uut.exit_prev | 1 |
| uut.exit_stable | 1 |
| uut.exit_sync0 | 1 |
| uut.exit_sync1 | 1 |
[layout make-up]
cell class                      instances  area, sq um  area share
Multi-Input combinational cell        349         2351      0.4511
Sequential cell                        80         2002      0.3842
Clock buffer                           10        239.0     0.04586
Tap cell                              184        230.2     0.04418
Timing Repair Buffer                   18        175.2     0.03361
Inverter                               32        122.6     0.02353
Clock inverter                          6        91.34     0.01753
No activity file was given, so power comes from the tool's default toggle rates.
